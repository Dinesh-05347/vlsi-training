### ./design.v
module fsm_moore_1101(
    input clk, reset, in,
    output reg detected
);
    typedef enum reg [2:0] {S0, S1, S2, S3, S4} state_t;
    state_t state;
    always @(posedge clk or posedge reset) begin
        if (reset) begin
            state <= S0;
            detected <= 0;
        end else begin
            case(state)
                S0: state <= in ? S1 : S0;
                S1: state <= in ? S2 : S0;
                S2: state <= in ? S2 : S3;
                S3: state <= in ? S4 : S0;
                S4: state <= in ? S2 : S0;
            endcase
            detected <= (state == S4);
        end
    end
endmodule
### ./run.sh
#!/bin/bash
# OpenROAD 26Q1-2900-gdf79404cd8, Yosys 0.63+post, stock flow scripts
make -C /OpenROAD-flow-scripts/flow DESIGN_CONFIG=/design/flow/config.mk WORK_HOME=/design/flow/orfs finish
### ./config.mk
export PLATFORM = sky130hd
export DESIGN_NAME = fsm_moore_1101
export DESIGN_NICKNAME = fsm_moore_1101
export VERILOG_FILES = /design/flow/design.v
export SDC_FILE = /design/flow/constraint.sdc
export NUM_CORES = 4
export LEC_CHECK = 1
export CORE_AREA = 10 10 70 70
export DIE_AREA = 0 0 80 80
### ./constraint.sdc
current_design fsm_moore_1101

set clk_period 1.0
set clk_io_pct 0.2

create_clock -name clk0 -period $clk_period [get_ports {clk}]

set non_clock_inputs [all_inputs -no_clocks]
set_input_delay [expr $clk_period * $clk_io_pct] -clock clk0 $non_clock_inputs
set_output_delay [expr $clk_period * $clk_io_pct] -clock clk0 [all_outputs]
==> run notes <==
This memo summarizes the results of the implementation run.

Critical path
The cell type group with the largest total delay on the critical path is flip-flops. The slowest cell on the critical path is sky130_fd_sc_hd__dfrtp_1. The report lists the cells along the critical path as clkdlybuf4s15_1.

STA classifies the critical path endpoint as an output port. In this design, the stage delay of the slowest critical-path cell is 0.35 ns. The data arrival time reported for the critical path is 0.75 ns. STA lists the maximum fanout along the critical path as 1.

The beginning of the critical path is detected. The count of buffering cells on the critical path with inverters included is 1. The worst setup path is launched from a register. The critical register-to-register path startpoint is state[1]. The critical path data required time is 0.80 ns.

The category of the most critical setup path is reg2out.

STA
The final clock skew is 0.000306 ns. Setup repair after global routing left no endpoint under its margin. The final-layout setup total negative slack is 0 ns. Per the final timing report, the hold violations number 0.

The number of max-slew violations in the final report is 0. Derived from the worst setup path, the maximum achievable clock frequency is 1050 MHz. The worst-case setup margin in the final layout is 0.0470 ns. OpenROAD reports that the post-layout worst path occupies 95.3% of the period. The measured slew at the worst slew-check pin is 0.268 ns.

The clock period could shrink to 0.953 ns. Across all checked pins, the minimum headroom to the slew limit is 82.0%. From the final report, the count of setup violators was given as 0.

Pwr
Per report_power, the clock group accounts for 44.3% of the total. The script extracted a net switching power of 0.111 mW. Internal power comes to 0.432 mW.

Looking at the VDD voltage map, the peak drop is 0.383 mV. Per the OpenROAD power report, leakage power amounts to 0.127 nW. The fraction of power spent switching nets is 20.5%. The portion of total power attributed to combinational logic is 6.0%. Of the total power, registers draw 49.7%. The flow reported a cell area power density of 1770 nW/um^2.

GRT
The largest net degree at the start of global routing is 7. Across every metal layer, demand over resource in global routing totals 1.25%. The remaining global-route overflow is 0.

The first global-routing pass estimated 634 um of wire. The number of global-route vias before repair is 129. The number of antenna violations at the first check in global routing came to 0.

Synthesis
The most common cell in the synthesized netlist is sky130_fd_sc_hd__dfrtp_1. The instance tally after logic synthesis is 13. The summed instance area of the synthesized netlist is 194 um^2.

For this design, Yosys synthesis ends with a cell count of 13. Of all cell types, the one taking the most synthesized area is sky130_fd_sc_hd__dfrtp_1. Yosys attributes the largest share of cell area to sky130_fd_sc_hd__dfrtp_1, sky130_fd_sc_hd__dfstp_2, sky130_fd_sc_hd__and2_1, sky130_fd_sc_hd__o31a_2, sky130_fd_sc_hd__nor2b_1.

The number of enable-type register cells in the synthesized netlist is 0. The share of synthesized area in the top cell type comes to 64.5%. Counting instances in the post-synthesis netlist gives the leading cell types as sky130_fd_sc_hd__dfrtp_1, sky130_fd_sc_hd__and2_1.

The dominant register cell is sky130_fd_sc_hd__dfrtp_1. The synthesized design contains 6 register bits. The mean instance size in the synthesized netlist is 14.9 um^2. For this run, the number of Yosys warnings is 1. The proportion of register bits with asynchronous set or reset after synthesis is 100%. Post-synthesis, Yosys gives the total cell area as 194 um^2.

The post-synthesis sequential area ratio is 78.1%. The tally of unique sky130hd cells used after synthesis is 8.

Clocking
The number of H-tree branching levels is 1. The clock sink count is 6. TritonCTS built the clock tree. The clock-pin slew reported for the worst setup and hold paths after clock tree synthesis is 0.05 ns. The cell at the root of the clock tree is sky130_fd_sc_hd__clkbuf_4. Buffers inserted to repair hold after CTS numbered 0.

The clock reaches the later pin of the worst-skew pair after 0.24 ns. Counting along the longest clock path gives a buffer depth of 2. The clock buffer count from CTS is 3.

Routing
Before antenna repair, the detailed router went through 3 iterations. TritonRoute reported its final design rule violation total as 0. The routed length on met1 is 180 um. The final route contains 122 vias.

The via density per instance is 1.85. Antenna repair during routing inserted a diode count of 0. After detailed routing, no signal wire sits above met3. The average wire length per cell after detail routing is 5.06 um. Once iteration 0 of detailed routing completed, the report listed 4 DRC markers. The aggregate routed wire length is 334 um. The amount of wire on met3 after detailed routing is 46 um. Once detail routing completed, the nets flagged for antenna violations numbered 0. After detailed routing, the met2 layer carries 107 um of wire.

Outcome
The flow ran to the end, and the final reports show no timing, DRC or antenna violations.

Placed design
The number of buffers added on ports is 3. The worst setup slack after placement is 0.0222 ns. The global placer's final weighted congestion is 0.730.

Floorplan
The full die area is 6400 um^2. The core region is 3420 um^2. Measured along the y axis, the die boundary spans 80 um. The top-level I/O count is 4.

The horizontal die dimension is 80 um. The pre-placement core utilization is 5.68%. In this run the core area contains 21 standard-cell rows.

Layout
The post-synthesis to final-layout area growth is 58.7%. The layout has 403 filler cells. The ratio of cells with drive above 1 in the final layout is 25.0%.

Run
The tool warning count is 25. The number of maximum-capacitance violations is 0.

Hold path
The min-delay analysis places its worst path in the category in2async.
cell usage in the layout, fill, tap and decap left out:
| cell | count |
|---|---|
| sky130_fd_sc_hd__clkdlybuf4s50_1 | 2 |
| sky130_fd_sc_hd__inv_1 | 1 |
| sky130_fd_sc_hd__clkbuf_4 | 3 |
| sky130_fd_sc_hd__clkbuf_1 | 1 |
| sky130_fd_sc_hd__nor2b_1 | 1 |
| sky130_fd_sc_hd__clkdlybuf4s15_1 | 1 |
| sky130_fd_sc_hd__dfrtp_1 | 5 |
| sky130_fd_sc_hd__dfstp_2 | 1 |
| sky130_fd_sc_hd__and2_1 | 2 |
| sky130_fd_sc_hd__nor2_1 | 1 |
| sky130_fd_sc_hd__o31a_2 | 1 |
| sky130_fd_sc_hd__nor4_1 | 1 |
registers in the layout, indices dropped and copies added, names as in the netlist:
signal	cells
state	5
detected	1
final cells by class:
class	instances	area [um^2]	area share [%]
repair buffers	3	30.0	9.76
multi-input cells	6	38.8	12.6
inverters	1	3.75	1.22
flip-flops and latches	6	151	49.2
well taps	46	57.6	18.7
clock buffers	4	26.3	8.54
final timing paths:
| path | end | slack (ns) | cells after the start |
|---|---|---|---|
| setup reg to reg | state[2] | 0.15 | 1 |
| min in group clk0 | detected | 0.41 | 0 |
| hold / removal | detected | 0.17 | 2 |
| setup / recovery | detected | 0.05 | 1 |
| hold reg to reg | detected | 0.41 | 0 |
| max in group asynchronous | state[0] | 0.58 | 2 |
per-stage QoR:
step	cell area, um^2	hold slack (ns)	power [mW]	std cells	utilization, %
after floorplan	194	-0.00977	0.289	13	-
after global placement	282	0.393	0.304	62	8.24
after detailed placement	282	0.392	0.306	62	8.24
after CTS	308	0.172	0.554	66	9.01
after global routing	308	0.194	0.572	66	9.01
final	308	0.169	0.544	66	9.01
cells by family after synthesis:
kind of cell	share of synthesized area, %
AND-OR/OR-AND	5.16
buffers and inverters	1.93
flip-flops	78.1
AND/OR/NAND/NOR	14.8
power by group through the flow:
stage	combinational, mW	clock (mW)	sequential (mW)
4_1_cts	0.0333	0.251	0.270
5_1_grt	0.0381	0.262	0.272
6_report	0.0327	0.241	0.270
repair_timing:
action,in CTS,in global routing
endpoints found under the hold margin,0,0
endpoints found under the setup margin,1,0
gates resized,2,0
buffers inserted,0,0
per-layer routing:
metal,vias to the layer above,global-route usage [%]
li1,57,-
met1,59,1.68
met2,6,1.44
met3,0,1.14
met4,0,0.176
met5,-,0
Power and IR drop assume default switching activity.
