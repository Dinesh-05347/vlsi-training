===== flow/design.v =====
module simple_comparator (
    input [3:0] A,
    input [3:0] B,
    output A_greater,
    output A_equal,
    output A_less
);
    assign A_greater = (A > B);
    assign A_equal   = (A == B);
    assign A_less    = (A < B);
endmodule

===== flow/run.sh =====
#!/bin/bash
# OpenROAD 26Q1-2900-gdf79404cd8, Yosys 0.63+post, stock flow scripts
make -C /OpenROAD-flow-scripts/flow DESIGN_CONFIG=/design/flow/config.mk WORK_HOME=/design/flow/orfs finish

===== flow/config.mk =====
export PLATFORM = sky130hd
export DESIGN_NAME = simple_comparator
export DESIGN_NICKNAME = simple_comparator
export VERILOG_FILES = /design/flow/design.v
export SDC_FILE = /design/flow/constraint.sdc
export NUM_CORES = 4
export LEC_CHECK = 1
export CORE_AREA = 10 10 70 70
export DIE_AREA = 0 0 80 80

===== flow/constraint.sdc =====
current_design simple_comparator

set clk_period 1.8
set clk_io_pct 0.2

create_clock -name clk0 -period $clk_period

set non_clock_inputs [all_inputs -no_clocks]
set_input_delay [expr $clk_period * $clk_io_pct] -clock clk0 $non_clock_inputs
set_output_delay [expr $clk_period * $clk_io_pct] -clock clk0 [all_outputs]

==> results.yml <==
# generated from flow reports
sta:
  tightest_slew_ns: 0.135
  setup_viol_count_final: 0
  max_freq_mhz: 594
  timing.final.crit_share_pct: 93.5
  slew_headroom_pct: 91.0
  finalHoldViolations: 0
  fin_crit_ns: 1.68
  rsz0062_at_grt: "false"
  maxSlewViolCount: 0
global_routing:
  grt_pass1_vias: 176
  antenna_found_initial: 1
  grt_pass1_wl_um: 848
  grt_max_degree: 3
  overflow: 0
  track_usage_pct: 1.62
detailed_routing:
  via_count: 167
  first_pass_iters: 2
  wire_per_inst_um: 7.26
  totalWireLength_um: 566
  viasPerCell: 2.14
  drc_errors: 0
  ant_nets: 0
  drt_iter0_markers: 3
place:
  place_congestion: 0.608
  dp_hpwl_um: 426
  dp_cells: 73
  io_buffer_count: 11
floorplanning:
  boundaryPins: 11
  fp-utilization_pct: 3.77
  dieWidth_um: 80
  die_h_um: 80
  num_rows: 21
  core_area_mm2: 0.00342
  die-area_mm2: 0.00640
synth:
  top_cell_area_share_pct: 38.8
  syn_inst: 16
  topCellsByArea: "ha_1 39%, o21bai_4 15%, inv_1 12%"
  ys_cells: 16
  yosysTopAreaCell: "ha_1"
  netlist_area_um2: 129
  yosys_warnings: 0
  ys_seq_share_pct: 0
  ys_area_um2: 129
  synth_cell_type_count: 9
  synth.avg_cell_area_um2: 8.05
worst_hold_path:
  whs_path_depth: 5
  min_path_type: "input port to output port"
layout:
  nFlopsAndLatches: 0
  num-clock-buffers: 0
  syn_to_final_growth_pct: 172
  most-common-layout-cells: "6 x clkbuf_2, 4 x inv_2, 4 x ha_4"
  fin_util_pct: 10.3
  layout-drive-gt1-share_pct: 87.1
  regArea_um2: 0
  mostFrequentLayoutCell: "clkbuf_2"
  finalNonFillerCells: 78
setup_path:
  start_kind: "input port"
  crit_path_start: "B[0]"
  critical-path-max-stage-delay_ns: 0.26
  critPathCapture: "A_greater"
  crit_required_ns: 1.44
  path_cells: "dlygate4sd2_1 > ha_4 > nor2b_4 > o21bai_4 > buf_6 > a21oi_2 > buf_2"
  worst-setup-path-type: "input port to output port"
  cp-end-kind: "output port"
  cpMaxStageDelayCell: "dlygate4sd2_1"
  crit_fanout: 2
  crit_arrival_ns: 1.32
pwr:
  swShare_pct: 39.3
  p_int_uw: 49.7
  clkPwrFrac_pct: 0
  pwr-share-seq_pct: 0
  power_leakage_uw: 0.000145
  combPwrFrac_pct: 100.0
  power_density_mw_per_mm2: 234
  switchingPower_uw: 32.2
  ir_worst_vdd_uv: 32.5
job:
  cap_violations: 0
  warnings: 32
clock_tree:
  cts_hold_buf: 0
status:
  status: "complete, no violations"
## cells in the mapped netlist, drive strengths merged
cell type / number
nor2: 1
ha: 4
inv: 4
and2: 1
a21oi: 2
o21bai: 1
nand2: 2
nor2b: 1
## what timing repair did
action,4_1_cts,5_1_grt
pin swaps,8,2
setup buffers,4,0
setup endpoints to repair,3,1
resized,32,10
## worst min path at each step
stage | startpoint | end | slack, ns
6_report | A[3] | A_greater | 1.17
5_1_grt | A[3] | A_greater | 1.23
4_1_cts | A[3] | A_greater | 1.31
## cells by family after synthesis
family | synth area share, %
buffers and inverters | 11.6
adders and majority gates | 38.8
AOI/OAI and AO/OA | 25.2
and+or+nand+nor | 24.3
## stage by stage
step           worst slack (ns)  cell area, um^2  TNS [ns]  hold slack [ns]  total power (uW)
6_report                  0.117              350         0             1.17              81.9
5_1_grt                  0.0446              348         0             1.23              91.6
4_1_cts                  0.0108              353         0             1.31              78.4
3_5_place_dp             -0.572              297     -1.59             1.92              64.8
3_3_place_gp             -0.570              297     -1.58             1.92              64.6
2_1_floorplan             0.445              129         0            0.953              28.1
## layer usage
metal	share of wire, %	vias to the layer above	track usage [%]	wire length, um
met2	46	7	2.57	260
met4	0	0	0	0
met3	15	0	0.909	87
met5	0	-	0	0
met1	39	76	1.98	219
li1	-	84	-	-
## area by class of cell
class	instances	area, um^2
multi-input cells	12	175
inverters	4	15.0
repair buffers	15	100
diodes	1	2.50
fillers	402	3070
well taps	46	57.6
## critical path, delay by kind of cell
kind                     cells  cell delay, ns
AND/OR/NAND/NOR              1            0.12
adder cells (fa/ha/maj)      1            0.17
AND-OR/OR-AND                2            0.19
buffers and inverters        3            0.49
## power by group through the flow
stage | Combinational [uW] | Sequential (uW) | Clock, uW
after global routing | 91.6 | 0 | 0
after CTS | 78.4 | 0 | 0
final | 81.9 | 0 | 0.0000742
Power figures rest on the tool's default switching activity, not on a simulated workload.
