## design/flow/run.sh

```bash
#!/bin/bash
# OpenROAD 26Q1-2900-gdf79404cd8, Yosys 0.63+post, stock flow scripts
make -C /OpenROAD-flow-scripts/flow DESIGN_CONFIG=/design/flow/config.mk WORK_HOME=/design/flow/orfs finish
```

## design/flow/config.mk

```make
export PLATFORM = sky130hd
export DESIGN_NAME = sev_seg
export DESIGN_NICKNAME = sev_seg
export VERILOG_FILES = /design/flow/design.v
export SDC_FILE = /design/flow/constraint.sdc
export NUM_CORES = 4
export LEC_CHECK = 1
export CORE_AREA = 10 10 70 70
export DIE_AREA = 0 0 80 80
```

## design/flow/constraint.sdc

```tcl
current_design sev_seg

set clk_period 1.0
set clk_io_pct 0.2

create_clock -name clk0 -period $clk_period [get_ports {clk}]

set non_clock_inputs [all_inputs -no_clocks]
set_input_delay [expr $clk_period * $clk_io_pct] -clock clk0 $non_clock_inputs
set_output_delay [expr $clk_period * $clk_io_pct] -clock clk0 [all_outputs]
```

## design/flow/design.v

```verilog
module sev_seg (
  input clk,
  input rst_n,
  input [3:0] digit,      
  output reg [7:0] seg,   
  output reg [3:0] out    
);
  always @(posedge clk or negedge rst_n) begin
    if (!rst_n) begin
      seg <= 8'b11111111;
      out <= 4'b1111;
    end else begin
      case (digit)
        4'h0: seg = 8'b11000000;
        4'h1: seg = 8'b11111001;
        4'h2: seg = 8'b10100100;
        4'h3: seg = 8'b10110000;
        4'h4: seg = 8'b10011001;
        4'h5: seg = 8'b10010010;
        4'h6: seg = 8'b10000010;
        4'h7: seg = 8'b11111000;
        4'h8: seg = 8'b10000000;
        4'h9: seg = 8'b10010000;
        4'hA: seg = 8'b10001000;
        4'hB: seg = 8'b10000011;
        4'hC: seg = 8'b11000110;
        4'hD: seg = 8'b10100001;
        4'hE: seg = 8'b10000110;
        4'hF: seg = 8'b10001110;
        default: seg = 8'b11111111;
      endcase
      out = 4'b1110; 
    end
  end
endmodule
```

==> job_summary.md <==
## Synthesis and layout report

| Metric | Value |
|---|---|
| Final antenna diode count | `0` |
| Setup repair after global routing missed its margin | `yes` |
| Clk Tree Root Cell | `clkbuf_4` |
| Combinational cell area excluding buffers and inverters | `slightly above 300 um^2` |
| Violated checks | `negative setup slack` |
| Summed negative setup slack over all endpoints | `-0.349 ns` |
| YS warnings | `1` |
| Clock sink count | `8` |
| Maximum single-stage delay on the critical path | `~0.35 ns` |
| Antenna violations before repair | `0` |
| Clock tree from TritonCTS | `built` |
| Vias after detailed routing | `roughly 390` |
| Final setup slack of the worst path | `-0.0750 ns` |
| Number of ports placed on the die boundary | `18` |
| Count of buffers inserted at the top-level ports | `13` |
| Post-synthesis instance area | `523 um^2` |
| Placement-stage worst setup slack | `-0.727 ns` |
| Via density per instance | `3.23` |
| Power density relative to cell area | `963 nW/um^2` |
| Worst Hold Class | `in2reg` |
| Number of slew-limit violations in the final report | `0` |
| DRC violation count after routing | `0` |
| Instance tally after logic synthesis | `between 40 and 50` |
| Max Cap Violations | `0` |
| Worst EP required | `between 1 and 1.5 ns` |
| Total core area | `approximately 3400 um^2` |
| WP data arrival | `between 1 and 1.5 ns` |
| Kind of start point of the critical path | `input pin` |
| Count of hold buffers inserted by post-cts repair | `0` |
| Post-detailed-placement half-perimeter wirelength | `roughly 840 um` |
| Maximum number of pins on one net before global-route repair | `9` |
| Fraction of the core area occupied by cells at floorplan | `15.3%` |
| Total setup violations reported at the end of the flow | `10` |
| Height of the chip | `~80 um` |
| Clock transition at the registers of the reported paths | `~0.05 ns` |
| Maximum count of clock buffers along a single path | `2` |
| Log Warnings | `34` |
| Cell total in the yosys stat output | `about 46` |
| Sequence of cells on the critical path | `buf_6, buf_12, inv_16, ha_4, and2b_2, or3b_1, o21ai_1` |
| H-Tree Level Count | `1` |
| Synth Seq Share | `roughly 40%` |
| Routability Congestion | `between 0.8 and 0.9` |
| Initial drt markers | `11` |
| Largest voltage drop on the vdd net | `between 0.0002 and 0.0003 V` |
| Area Overhead vs Synth | `65.8%` |
| Final wirelength | `~1.0 mm` |
| Placed Area | `between 800 and 900 um^2` |
| Master of the slowest instance on the critical path | `or3b_1` |
| Maximum fanout along the worst path | `4` |
| Routed wire per std cell | `about 8.4 um` |
| Leakage power summed over all cells | `around 0.41 nW` |
| Yosys Chip Area | `roughly 520 um^2` |
| Number of search-and-repair iterations in the first detailed-routing pass | `3` |
| Fraction of the cycle the final worst path needs | `107%` |
| Mean post-synth cell area | `11.4 um^2` |
| First-pass GRT wire length | `about 1.8 mm` |
| Via count of the first global-routing pass | `between 400 and 500` |
| Count of different cell masters after synthesis | `18` |
| Count of filler cells inserted in the layout | `365` |
| Chip area | `approximately 6400 um^2` |
| Share of layout cells above drive strength 1 | `a little over three fifths` |
| Post-placement cell count | `roughly 110` |
| Hold_sp | `digit[2]` |
| Global-route usage over all layers | `about 3.2%` |
| Worst setup startpoint | `digit[1]` |
| Hold slack | `around 0.35 ns` |
| Sum of overflow across all layers after global routing | `0` |
| Remaining antenna violation count after routing | `0` |
| Final min period | `~1.1 ns` |
| Crit end category | `flip-flop` |
| Final hold vios | `0` |
| Max Clk Rate | `0.930 GHz` |
| Synthesized registers | `8` |
| Std cell rows | `21` |
| Final standard cell count with taps included and fillers excluded | `about 120` |
| Post-route cell area | `867 um^2` |
| Number of buffers added by the clock tree synthesis step | `3` |
| Classification of the worst setup path | `in2reg` |
| Die span in x | `about 80 um` |
| Register cell area after layout | `between 200 and 250 um^2` |
| Status | `complete, but fails checks` |
## critical path: cells and delay by family
kind	cells	cell delay (ns)
and+or+nand+nor	2	0.56
adders and majority gates	1	0.11
AOI/OAI and AO/OA	1	0.10
buffers and inverters	3	0.27
## cell usage after synthesis
library cell / instances / share of area [%]
dfstp_2: 8 / 40
ha_1: 7 / 17
nor2_1: 5 / 3.6
buf_4: 4 / 5.7
mux2i_1: 4 / 7.7
inv_1: 3 / 2.2
a22o_1: 2 / 3.3
conb_1: 2 / 1.4
o21ai_0: 2 / 1.9
a21oi_1: 1 / 0.96
a32o_1: 1 / 1.9
and2b_2: 1 / 1.7
buf_2: 1 / 0.96
buf_6: 1 / 2.2
mux2_2: 1 / 2.2
mux4_1: 1 / 5.0
nand2_1: 1 / 0.72
or3b_1: 1 / 1.7
## placed cells by master (no fill, tap or decap), types with 2 or more instances in the layout
| master | instances |
|---|---|
| dfstp_2 | 8 |
| ha_4 | 3 |
| buf_4 | 14 |
| nor2_1 | 5 |
| conb_1 | 5 |
| buf_2 | 8 |
| mux2i_1 | 4 |
| buf_6 | 2 |
| clkbuf_4 | 3 |
| a22o_1 | 2 |
| ha_1 | 3 |
## what timing repair did
| item | CTS | global route |
|---|---|---|
| setup endpoints to repair | 15 | 11 |
| pin swaps | 3 | 1 |
| buffers inserted | 6 | 0 |
| gates resized | 37 | 4 |
## kinds of logic after synthesis
logic type	Yosys count	share of synthesized area, %
AND-OR/OR-AND	6	8.13
adder cells (fa/ha/maj)	7	16.7
buffers and inverters	9	11.0
flip-flops	8	40.2
multiplexers	6	14.8
other	2	1.44
AND/OR/NAND/NOR	8	7.66
## layer usage
layer	global-route usage [%]	wire (um)	vias to the layer above	part of all wire, %
met5	0	0	-	0
met4	0.704	27	0	2.7
met3	1.70	126	3	12
met2	4.41	366	19	36
met1	4.42	497	168	49
li1	-	-	201	-
## final timing paths
check,cells past startpoint,end,slack [ns]
setup / recovery,7,seg[0]$_DFF_PN1_,-0.07
hold / removal,2,seg[6]$_DFF_PN1_,0.35
max in group asynchronous,1,seg[0]$_DFF_PN1_,0.51
min in group asynchronous,1,seg[1]$_DFF_PN1_,0.46
## power breakdown
group          internal [W]  switching, W
Sequential         0.000371    0.00000472
Combinational      0.000136     0.0000927
Clock              0.000136     0.0000950
## sequential cells by signal (all words and copies together), names as in the netlist
| register | flops |
|---|---|
| out | 1 |
| seg | 7 |
## layout make-up
| type | instances | share of cell area (%) |
|---|---|---|
| tap | 46 | 6.64 |
| timing repair buffer | 29 | 27.0 |
| multi-input combinational | 32 | 34.9 |
| clock buffer | 3 | 2.60 |
| inverter | 3 | 4.62 |
| sequential | 8 | 24.2 |
## per-stage QoR
stage | util (%) | power [W]
finish | 25.4 | 0.000835
detailed placement | 23.8 | 0.000616
floorplan | - | 0.000480
CTS | 24.8 | 0.000847
global placement | 23.8 | 0.000616
global route | 25.4 | 0.000903
No activity file was given, so power comes from the tool's default toggle rates.
